===== ./constraint.sdc =====
current_design EEPROM

set clk_period 2.7
set clk_io_pct 0.2

create_clock -name clk0 -period $clk_period

set non_clock_inputs [all_inputs -no_clocks]
set_input_delay [expr $clk_period * $clk_io_pct] -clock clk0 $non_clock_inputs
set_output_delay [expr $clk_period * $clk_io_pct] -clock clk0 [all_outputs]

===== ./config.mk =====
export PLATFORM = sky130hd
export DESIGN_NAME = EEPROM
export DESIGN_NICKNAME = EEPROM
export VERILOG_FILES = /design/flow/design.v
export SDC_FILE = /design/flow/constraint.sdc
export NUM_CORES = 4
export LEC_CHECK = 1
export CORE_AREA = 10 10 75 75
export DIE_AREA = 0 0 85 85

===== ./design.v =====
module EEPROM (address, data);
  parameter JC =    4'b0000;   
  parameter JMP =   4'b0001;   
  parameter MOV =   4'b0010;   
  parameter MVI =   4'b0011;   
  parameter INC =   4'b0100;   
  parameter ADD =   4'b0101;   
  parameter SUB =   4'b0110;   
  parameter AND =   4'b0111;   
  parameter OR  =   4'b1000;   
  parameter SC  =   4'b1001;   
  parameter CC  =   4'b1010;  
  parameter PUSH =  4'b1011;  
  parameter POP =   4'b1100;  
  parameter IN  =   4'b1101;  
  parameter OUT =   4'b1110;  
  parameter NOP =   4'b1111;  
input [7:0] address;
output [7:0] data;
reg [7:0] data;
always @(address) begin
	case(address)
    8'h00 : data = {IN , 4'b1000};  
    8'h01 : data = {OR , 4'b1010};  
    8'h02 : data = {CC, 4'b0000};  
    8'h03 : data = {MVI, 4'b0000};  
    8'h04 : data = {MOV, 4'b1100};  
    8'h05 : data = {AND, 4'b0100};  
    8'h06 : data = {MOV, 4'b0010};  
    8'h07 : data = {ADD, 4'b1000};  
    8'h08 : data = {ADD, 4'b1101};  
    8'h09 : data = {ADD, 4'b1000};  
    8'h0a : data = {ADD, 4'b1101};  
    8'h0b : data = {ADD, 4'b1000};  
    8'h0c : data = {ADD, 4'b1101};  
    8'h0d : data = {OUT, 4'b0000};  
    8'h0e : data = {PUSH, 4'b1000};  
    8'h0f : data = {PUSH, 4'b1100};  
    8'h10 : data = {PUSH, 4'b0000};  
    8'h11 : data = {PUSH, 4'b0000};  
    8'h12 : data = {MVI, 4'b0011};  
    8'h13 : data = {INC, 4'b1000};   
    8'h14 : data = {ADD, 4'b1101};   
    8'h15 : data = {NOP,4'b0000};  
    8'h16 : data = {JC, 4'b0010};  
    8'h17 : data = {JMP, 4'b0001};  
    8'h18 : data = {POP, 4'b1100};   
    8'h19 : data = {MOV, 4'b1011};   
    8'h1a : data = {IN, 4'b0000};    
    8'h1b : data = {SC, 4'b0000};    
    8'h1c : data = {SUB, 4'b1100};   
    8'h1d : data = {MVI, 4'b0001};  
    8'h1e : data = {SC, 4'b0000};
    8'h1f : data = {SUB, 4'b1100};   
    8'h20 : data = {JC, 4'b1111};  
    8'h21 : data = {POP, 4'b0000};  
    8'h22 : data = {SUB, 4'b0100};  
    8'h23 : data = {OUT, 4'b0100};   
    8'h24 : data = {MOV, 4'b0010};   
    8'h25 : data = {POP, 4'b1100};  
    8'h26 : data = {POP, 4'b1000};   
    8'h27 : data = {PUSH, 4'b1000};  
    8'h28 : data = {PUSH, 4'b1100};  
    8'h29 : data = {PUSH, 4'b0100};  
    8'h2a : data = {PUSH, 4'b0000};  
    8'h2b : data = {MVI, 4'b0000};  
    8'h2c : data = {MOV, 4'b0100};  
    8'h2d : data = {MVI, 4'b0010};  
    8'h2e : data = {JMP, 4'b0001};  
    8'h2f : data = {POP, 4'b0000};  
    8'h30 : data = {POP, 4'b0000};  
    8'h31 : data = {POP, 4'b0000};  
    8'h32 : data = {POP, 4'b0000};  
    8'h33 : data = {MVI, 4'b0000};  
    8'h34 : data = {JMP, 4'b0000};  
		default : data = 8'hFF;
	endcase
end
endmodule

===== ./run.sh =====
#!/bin/bash
# OpenROAD 26Q1-2900-gdf79404cd8, Yosys 0.63+post, stock flow scripts
make -C /OpenROAD-flow-scripts/flow DESIGN_CONFIG=/design/flow/config.mk WORK_HOME=/design/flow/orfs finish

==> qor.yml <==
grt_pass1_vias: 1112
use_met3: 0.00578
wirelength_mm: 3.42
diodes: 0
p_total_uw: 240
hold_viol: 0
crit_chain: "buf_4 -> inv_4 -> ha_4 -> nand2_2 -> buf_4 -> a311o_1 -> a211o_1 -> clkdlybuf4s50_1"
die-area_mm2: 0.00723
worstMarginPinSlew_ps: 342
wire_per_inst_um: 14.5
p_leak_uw: 0.000673
grt_pass1_wl_mm: 5.68
antenna_found_initial: 0
powerDensity_mw_per_mm2: 154
crit_path_max_incr_delay_ps: 400
grt_max_degree: 12
drv_slew: 0
rsz0062_at_grt: "yes"
final_cell_mix: "buf_4, nand2_1, a21oi_1"
min_path_type: "input port to primary output"
yosysTopAreaCellShare: 0.113
busiest_layer: "met2"
die_w_um: 85
grt_use_total: 0.0911
syn_inst: 127
drive_gt1_frac: 0.468
cp.required_ps: 2160
ys_area_um2: 886
drc: 0
ir_worst_vdd_v: 0.0000330
chipHeight_um: 85
grt_use_met2: 0.154
fin_crit_sh: 0.994
ant_nets: 0
ys_types: 49
path_class: "input port to primary output"
nClkBuffers: 0
placement.io_buffers: 16
layout.cells.most_common: "buf_4"
num_vias: 1202
ff_count: 0
grtUsageMet1: 0.128
area_leaders: "ha_1, a21oi_1, nand2_1"
fp_util: 0.218
grt_overflow: 0
warning_count: 40
cpMostUsedCell: "buf_4"
start_kind: "input port"
dp_cells: 224
gp_congestion: 0.951
ios: 16
firstDrtPassIters: 4
outcome: "finished, final reports clean"
fin_setup_tns_ps: 0
dpl.hpwl_mm: 2.58
critPathCaptureType: "primary output"
max_freq_mhz: 373
largest_area_cell: "ha_1"
regArea_um2: 0
min_period_ps: 2680
syn-cell-area_um2: 886
yosys_warnings: 1
synth_stat.cells: 127
rows: 23
slowest_stage: "clkdlybuf4s50_1"
ys_seq_frac: 0
setup_violations: 0
avgSynthCellArea_um2: 6.98
cp_max_fo: 4
cap_viol_max_count: 0
relSlewSlack: 0.772
fin_cells: 236
area_delta_synth_final_pct: 75.4
via_per_inst: 5.09
arrival_ps: 2140
core_mm2: 0.00406
drt_iter0_drc: 122
synthesized netlist by cell type (4+ instances only):
cell / count
a21oi_1: 10
buf_2: 4
buf_4: 5
ha_1: 8
inv_1: 5
nand2_1: 11
nand2b_1: 6
nor2_1: 4
nor3_1: 5
o211ai_1: 5
o21ai_0: 7
o221ai_1: 4
or2_2: 4
logic make-up after synthesis:
logic type                 after synthesis  synth area share
AOI/OAI and AO/OA                       53             0.436
and+or+nand+nor                         43             0.261
muxes                                    4            0.0607
adders and majority gates                8             0.113
buffers and inverters                   19             0.129
worst paths after layout:
| kind | from | end | cells past startpoint |
|---|---|---|---|
| max | address[0] | data[2] | 8 |
| min | address[4] | data[5] | 5 |
metal layers:
metal	share of wire	vias up	wire length, µm
met5	0	-	0
met4	0	0	0
met3	0.052	0	179
met2	0.48	33	1650
met1	0.47	566	1600
li1	-	603	-
metrics by stage:
stage / worst slack [ps] / area (µm²) / utilization / hold WS, ps
finish: 16.3 / 1550 / 0.383 / 1690
global route: -50.6 / 1550 / 0.383 / 1750
CTS: 8.97 / 1530 / 0.376 / 1810
detailed placement: -618 / 1350 / 0.332 / 2150
global placement: -575 / 1350 / 0.332 / 2140
floorplan: 275 / 886 / - / 1130
power by group:
group	leakage, µW	switching [µW]	internal, µW	total [µW]
logic	0.000673	110	130	240
registers	0	0	0	0
clock network	0	0	0	0
total	0.000673	110	130	240
layout make-up:
cell class	instances	area (µm²)
Tap cell	50	62.6
Timing Repair Buffer	72	588
Multi-Input combinational cell	108	872
Fill cell	395	2500
Inverter	6	31.3
worst max-delay path: cells and delay by family:
kind | cells | cell delay (ps)
and+or+nand+nor | 1 | 60
adders and majority gates | 1 | 280
buffers and inverters | 4 | 690
AOI/OAI and AO/OA | 2 | 560
repair_timing:
item / in CTS / in global routing
hold buffers: 0 / 0
gates resized: 58 / 7
buffers inserted: 11 / 0
endpoints found under the setup margin: 8 / 4
pin swaps: 10 / 2
gates cloned: 1 / 0
No activity file was given, so power comes from the tool's default toggle rates.
